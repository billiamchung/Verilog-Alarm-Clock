==> flow/design.v <==
module N_bit_counter #(parameter N = 4)(
output [N-1:0] result ,  
input  [N-1:0] r1     ,  
input          up
);
wire     [N-1:0]      ci       ;
assign result[0] = ~r1[0];
genvar i;
generate
    for (i = 1; i < N; i=i+1) 
    begin : counter_gen_label	
        assign ci[i] = (up)? &r1[i-1:0] : ~|r1[i-1:0];
        xor (result[i], r1[i], ci[i]);
    end
endgenerate
endmodule 
module resetGen(
         output reg  rst,  
		 input 	     bu_rx_data_rdy,  
		 input [7:0] bu_rx_data,      
		 input       tb_sim_rst,      
		 input 	     clk
		 );
   reg [5-1:0] 		 reset_count;
   wire 		     escKey = bu_rx_data_rdy & (bu_rx_data == 8'h1b);
   wire [5-1:0] reset_count_next;
   defparam uu0.N = 5;
   N_bit_counter uu0(
    .result (reset_count_next[5-1:0])      
   ,.r1 (reset_count[5-1:0])               
   ,.up (1'b1)
   );
   always @(posedge clk) begin
      rst <= ~reset_count[4];
      reset_count <= (tb_sim_rst | escKey)? 5'b00000 :
	             (reset_count[4])? reset_count: reset_count_next;
   end  
endmodule
==> flow/run.sh <==
#!/bin/bash
# OpenROAD 26Q1-2900-gdf79404cd8, Yosys 0.63+post, stock flow scripts
make -C /OpenROAD-flow-scripts/flow DESIGN_CONFIG=/design/flow/config.mk WORK_HOME=/design/flow/orfs finish
==> flow/config.mk <==
export PLATFORM = sky130hd
export DESIGN_NAME = resetGen
export DESIGN_NICKNAME = resetGen
export VERILOG_FILES = /design/flow/design.v
export SDC_FILE = /design/flow/constraint.sdc
export NUM_CORES = 4
export LEC_CHECK = 1
export CORE_AREA = 10 10 70 70
export DIE_AREA = 0 0 80 80
==> flow/constraint.sdc <==
current_design resetGen

set clk_period 1.9
set clk_io_pct 0.2

create_clock -name clk0 -period $clk_period [get_ports {clk}]

set non_clock_inputs [all_inputs -no_clocks]
set_input_delay [expr $clk_period * $clk_io_pct] -clock clk0 $non_clock_inputs
set_output_delay [expr $clk_period * $clk_io_pct] -clock clk0 [all_outputs]
==> Slide: Implementation Results <==
Synthesis and Place & Route Summary

Layout
  • Layout cell share with drive strength beyond 1: 10.8%
  • Syn-to-layout area delta: 68.2%
  • Post-route cell area: 457 µm²
  • Final Util: 13.4%
  • Filler cell count: around 400
  • Final Instance Count excl. Fillers: 83

Drt
  • Drt total wl: 572 µm
  • Number of diodes: 0
  • Detailed Routing Iterations Pass 1: 1
  • Initial DRC count: 0
  • Post-route antenna net violation count: 0
  • Drt wl/cell: 6.89 µm
  • Vias/cell: 2.75
  • Detailed-route via count: 228
  • DRC Markers: 0

Pwr
  • Pwr Density: 624 mW/mm²
  • LEAKAGE: 0.161 nW
  • Peak supply drop: 240 µV

Global routing
  • Largest net degree at the start of global routing: 7
  • Met3 Use GR: under 10%
  • GRT overflow: 0
  • First-pass GRT wire length: 931 µm
  • Global Route met2 Usage: 2.17%
  • GRT Util Overall: about 1.9%
  • Met1 Use GR: 2.01%
  • GRT busiest layer: met3
  • Vias in the first global route: 238
  • Initial antenna violation count: 0

Placement
  • Buffers on Ports: 11
  • Dpl cells: 80
  • Post-place setup slack: 0.246 ns
  • GP Congestion: 0.700
  • Placed inst area: around 430 µm²

Floorplan
  • Die span in x: approximately 80 µm
  • Num rows: 21
  • Fp_density: 7.95%
  • DIE AREA: 0.00640 mm²
  • # IOs: 12
  • CORE AREA: 0.00342 mm²
  • Die height: 80 µm

Critical path
  • Critical Path Slowest Stage Cell: nor4b_4
  • CP arrival: 1.50 ns
  • Critical path, cell by cell: clkdlybuf4s50_1 -> nand4bb_1 -> nor4b_4 -> nor3_1
  • CP Capture Type: flop
  • CP max stage delay: approximately 0.40 ns
  • Setup CP Type: in -> reg
  • Worst Path Required: 2.01 ns
  • CP Launch Type: primary input
  • CP max FO: 5

Yosys
  • Ys cells: 24
  • Avg Cell Area, Syn: 11.3 µm²
  • Post-synthesis cell count: 24
  • Area of the mapped netlist: about 270 µm²
  • Synthesized flop and latch total: 6
  • Sequential area share after synthesis: between 40% and 50%
  • Largest area contributor in the netlist: dfxtp_1
  • Post-synth area from yosys stat: 272 µm²
  • Top cells, area: dfxtp_1 44%, ha_1 9.2%, nor3_1 9.2%
  • Synthesis Warnings: 1
  • Distinct lib cells: 13
  • Yosys top cell area share: 44.2%

Clocking
  • CTS max path bufs: 2
  • Reg clk slew, reported paths: approximately 0.040 ns
  • TritonCTS sink count: 6
  • TritonCTS clock tree: done
  • CTS hold repair buffers: 0
  • Post-CTS Setup Repair Bufs: 0
  • Clock buffer count from CTS: 3
  • Root Driver: clkbuf_4
  • Insertion Delay late pin: 0.24 ns
  • CTS H-tree lvls: 1
  • # resized after CTS: 0

Worst hold path
  • Worst hold path type: reg -> reg

STA
  • Max Clk Rate: 719 MHz
  • Final period utilization: approximately three quarters
  • Final Hold Fails: 0
  • Final setup TNS: 0 ns
  • Worst relative slew slack: 76.6%
  • Final min period: 1.39 ns
  • Clock Skew: between 0.0003 and 0.0004 ns
  • Worst Setup Slack, final: 0.509 ns
  • Max Slew Vio Count: 0
  • Slew @ Worst Pin: 0.349 ns
  • RSZ-0062 raised after global routing: no
  • Final setup vio count: 0

Run status
  • Status: finished, final reports clean

Job
  • Maxcap violations: 0
  • Number of logged tool warnings: 25
==> where the power goes <==
part           internal, mW  switching, mW
Clock                0.0711         0.0406
Combinational        0.0268         0.0107
Sequential            0.132        0.00344
Total                 0.230         0.0548
==> routing by layer <==
metal	wire, µm	vias to the layer above
met5	0	-
met4	0	0
met3	130	0
met2	168	15
met1	273	100
li1	-	113
==> kinds of logic after synthesis <==
family	after synthesis	share of synthesized area, %
multiplexers	2	7.37
AND-OR/OR-AND	1	2.31
buffers and inverters	2	3.22
AND/OR/NAND/NOR	9	27.2
flip-flops	6	44.2
XOR/XNOR	2	6.45
adder cells (fa/ha/maj)	2	9.22
==> cells in the final DEF, fill, tap and decap left out <==
cell type and instances:
a31oi_1 1, clkbuf_4 3, clkdlybuf4s50_1 11, dfxtp_1 6, ha_1 2, inv_1 1, mux2i_1 2, nand3b_1 1
nand4bb_1 1, nor2b_1 1, nor3_1 5, nor4b_4 1, xnor2_1 1, xor2_1 1
==> worst paths after layout <==
check / start / to / slack [ns] / cells past startpoint
min reg2reg: reset_count[4] / rst / 0.47 / 1
max: bu_rx_data[6] / reset_count[4] / 0.51 / 4
max reg2reg: reset_count[0] / reset_count[3] / 0.76 / 5
min: reset_count[4] / rst / 0.47 / 1
==> worst max-delay path: cells and delay by family <==
kind / cells / cell delay [ns]
buffers and inverters: 1 / 0.39
AND/OR/NAND/NOR: 3 / 0.73
==> cell type report <==
class / instances / area (µm²) / share of cell area, %
sequential: 6 / 120 / 26.3
timing repair buffer: 11 / 110 / 24.1
clock buffer: 3 / 22.5 / 4.93
multi-input combinational: 16 / 143 / 31.2
inverter: 1 / 3.75 / 0.822
tap: 46 / 57.6 / 12.6
==> sequential cells by signal, indices dropped and copies added, names as in the netlist <==
| register | cells |
|---|---|
| rst | 1 |
| reset_count | 5 |
==> through the flow <==
stage                     power [mW]  hold WS [ns]
after CTS                      0.292         0.476
after global routing           0.307         0.499
after floorplan                0.151         0.457
final                          0.285         0.473
after detailed placement       0.176         0.466
after global placement         0.174         0.453
==> synthesized netlist by cell type <==
master / count
xor2_1: 1
nor2b_1: 1
inv_1: 1
xnor2_1: 1
nor4b_4: 1
buf_2: 1
nor3_1: 5
ha_1: 2
dfxtp_1: 6
nand4bb_1: 1
a31oi_1: 1
nand3b_1: 1
mux2i_1: 2
Power figures rest on the tool's default switching activity, not on a simulated workload.
